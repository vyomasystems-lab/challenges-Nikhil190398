--- flow/design.v ---
module mux(sel,inp0, inp1, inp2, inp3, inp4, inp5, inp6, inp7, inp8, 
           inp9, inp10, inp11, inp12, inp13, inp14, inp15, inp16, inp17,
           inp18, inp19, inp20, inp21, inp22, inp23, inp24, inp25, inp26,
           inp27, inp28, inp29, inp30, out);
  input [4:0] sel;
  input [1:0] inp0, inp1, inp2, inp3, inp4, inp5, inp6,
            inp7, inp8, inp9, inp10, inp11, inp12, inp13, 
            inp14, inp15, inp16, inp17, inp18, inp19, inp20,
            inp21, inp22, inp23, inp24, inp25, inp26,
            inp27, inp28, inp29, inp30;
  output [1:0] out;
  reg [1:0] out;
  always @(sel or inp0  or inp1 or  inp2 or inp3 or inp4 or inp5 or inp6 or
            inp7 or inp8 or inp9 or inp10 or inp11 or inp12 or inp13 or 
            inp14 or inp15 or inp16 or inp17 or inp18 or inp19 or inp20 or
            inp21 or inp22 or inp23 or inp24 or inp25 or inp26 or inp27 or 
            inp28 or inp29 or inp30 )
  begin
    case(sel)
      5'b00000: out = inp0;  
      5'b00001: out = inp1;  
      5'b00010: out = inp2;  
      5'b00011: out = inp3;  
      5'b00100: out = inp4;  
      5'b00101: out = inp5;  
      5'b00110: out = inp6;  
      5'b00111: out = inp7;  
      5'b01000: out = inp8;  
      5'b01001: out = inp9;  
      5'b01010: out = inp10;
      5'b01011: out = inp11;
      5'b01101: out = inp12;             
      5'b01101: out = inp13;
      5'b01110: out = inp14;
      5'b01111: out = inp15;
      5'b10000: out = inp16;
      5'b10001: out = inp17;
      5'b10010: out = inp18;
      5'b10011: out = inp19;
      5'b10100: out = inp20;
      5'b10101: out = inp21;
      5'b10110: out = inp22;
      5'b10111: out = inp23;
      5'b11000: out = inp24;
      5'b11001: out = inp25;
      5'b11010: out = inp26;
      5'b11011: out = inp27;
      5'b11100: out = inp28;
      5'b11101: out = inp29;
      default: out = 0;
    endcase
  end
endmodule 
--- flow/constraint.sdc ---
current_design mux

set clk_period 2.4
set clk_io_pct 0.2

create_clock -name clk0 -period $clk_period

set non_clock_inputs [all_inputs -no_clocks]
set_input_delay [expr $clk_period * $clk_io_pct] -clock clk0 $non_clock_inputs
set_output_delay [expr $clk_period * $clk_io_pct] -clock clk0 [all_outputs]
--- flow/config.mk ---
export PLATFORM = sky130hd
export DESIGN_NAME = mux
export DESIGN_NICKNAME = mux
export VERILOG_FILES = /design/flow/design.v
export SDC_FILE = /design/flow/constraint.sdc
export NUM_CORES = 4
export LEC_CHECK = 1
export CORE_AREA = 10 10 72 72
export DIE_AREA = 0 0 82 82
--- flow/run.sh ---
#!/bin/bash
# OpenROAD 26Q1-2900-gdf79404cd8, Yosys 0.63+post, stock flow scripts
make -C /OpenROAD-flow-scripts/flow DESIGN_CONFIG=/design/flow/config.mk WORK_HOME=/design/flow/orfs finish
==> results_slide.txt <==
Run Summary

Layout
  – Layout clock buffer count: 0
  – Fin area: 1680 um^2
  – Num sequential: 0
  – Storage cell area: 0 um^2
  – Layout area overhead: 147%
  – Share of layout cells above drive strength 1: 0.347

Run status
  – Status: finished, final reports clean

Yosys
  – Area of the mapped netlist: 678 um^2
  – Seq share, synth: 0
  – Synth Area per Inst: 7.14 um^2
  – Yosys stat area: 678 um^2
  – Top-area cell type share of the netlist area: 0.116
  – Yosys cell count: 95
  – Yosys warning count: 1
  – Syn Inst Count: 95
  – Synth cell types: 37
  – Top cell type by total area after synthesis: mux2_2
  – Biggest area cells: mux2_2 (12%), nand3_1 (9.6%), mux2i_1 (8.9%)

Power and ir drop
  – Seq pwr share: 0
  – Pwr Density: 150 nW/um^2
  – Final Power: 0.000252 W
  – Internal: 0.000165 W
  – Leak Pwr: 0.802 nW
  – Switching power: 0.0000864 W
  – Clock power frac: 0
  – Worst vdd ir: 70.9 uV
  – Sw frac: 0.343
  – Combinational power share: 1.000

Placement
  – Hpwl dp: 2770 um
  – IO Port Bufs: 65
  – Placed cell areas: 1490 um^2
  – Routability congestion estimate: 0.838

Timing
  – Worst slew margin: 0.735
  – Setup TNS: 0 ns
  – Post-route clock period utilization: 0.978
  – Max Transition Viols Final: 0
  – Minimum clock period: 2.35 ns
  – Slew @ Worst Pin: 0.396 ns
  – # setup viols final: 0
  – Fmax: 426 MHz
  – Fin. Hold Viols: 0
  – Hold slack final: 1.51 ns

Worst setup path
  – Type of origin of the critical path: input pin
  – CP required: 1.92 ns
  – Crit path buffers/inverters: 4
  – Crit-path slowest cell: mux4_2
  – Crit path kind: input pin to output pin
  – Crit-path cells: buf_6, buf_6, buf_4, mux4_2, and3_4, nor3_4, o311ai_2, buf_2
  – CP Capture Type: output pin
  – Worst stage delay on the critical path: 0.48 ns
  – CP most frequent cell: buf_6
  – CP max FO: 6
  – CP top delay family: multiplexers
  – Worst Path Arrival: 1.87 ns

GRT
  – GRT Overall Usage: 0.0947
  – Met2 usage: 0.150
  – First-pass GRT wire length: 5230 um
  – Met3 usage: 0.0319
  – Initial antenna violation count: 0
  – Largest net degree at the start of global routing: 16
  – Vias in the first global route: 1107
  – GRT met1 Usage: 0.130
  – Layer with the highest usage: met2
  – GRT Residual Overflow: 0

Flow run
  – Max cap viols: 0
  – Tool warnings: 37

Die
  – Die Height: 82 um
  – DIE WIDTH: 82 um
  – # rows: 22
  – Die area: 6720 um^2
  – Num ports: 69
  – Core area: 3690 um^2
  – Fp util: 0.184

Routing
  – First-pass DRT Iterations: 3
  – Vias per cell: 4.79
  – Initial drt markers: 61
  – Wire length per cell: 14.6 um
  – Vias: 1072
  – # DRC: 0
  – Wirelength, routed: 3270 um
  – Final ANT Viol Nets: 0
  – Diodes inserted: 0

Hold path
  – Hold/Removal Path Class: input pin to output pin

CTS
  – Hold Buf Count CTS: 0
synth_stat cells, types with 2 or more instances:
| cell type | count |
|---|---|
| nor3b_1 | 2 |
| buf_2 | 5 |
| mux2i_1 | 6 |
| mux4_2 | 2 |
| nor2_1 | 2 |
| a22oi_1 | 2 |
| nand3_1 | 13 |
| nor2b_1 | 5 |
| a31oi_1 | 5 |
| mux2_2 | 7 |
| a22o_1 | 2 |
| o21ai_0 | 2 |
| or3_1 | 2 |
| nand3b_1 | 3 |
| clkbuf_1 | 3 |
| nor3_1 | 5 |
| inv_1 | 2 |
| a21oi_1 | 3 |
| nand4_1 | 6 |
layer usage:
layer  wire (um)  share of wire
met1        1470           0.45
met2        1570           0.48
met3         232          0.071
met4           0              0
met5           0              0
layout make-up:
type / count / area, um^2
fill: 363 / 2010
inverter: 2 / 7.51
multi-input combinational: 82 / 719
tap: 48 / 60.1
timing repair buffer: 92 / 890
cell usage in the layout (no fill, tap or decap), types with 3 or more instances in the layout:
cell type | synthesis | layout
mux2_4 | 1 | 5
nand3_1 | 13 | 10
mux2i_1 | 6 | 6
clkdlybuf4s15_1 | 0 | 3
nand3b_1 | 3 | 3
buf_4 | 1 | 20
a31oi_1 | 5 | 4
mux2_2 | 7 | 3
clkdlybuf4s50_1 | 0 | 27
nor3_1 | 5 | 4
nor2b_1 | 5 | 3
buf_6 | 1 | 9
nand4_1 | 6 | 6
dlygate4sd2_1 | 0 | 14
dlymetal6s2s_1 | 0 | 14
buf_2 | 5 | 4
nand3_2 | 0 | 3
worst min-delay path, delay by kind of cell:
kind / cells / cell delay (ns)
AOI/OAI and AO/OA: 1 / 0.11
buffers and inverters: 3 / 0.43
repair_timing:
action,CTS,global route
gates resized,67,36
endpoints found under the setup margin,2,2
buffers inserted,2,6
pin swaps,14,21
power groups by stage:
stage	Sequential [W]	Clock (W)	Combinational, W
after global routing	0	0	0.000273
final	0	0	0.000252
after CTS	0	0	0.000240
metrics by stage:
stage / utilization / setup slack, ns / std cells
4_1_cts: 0.419 / -0.0498 / 220
2_1_floorplan: - / 0.236 / 95
6_report: 0.455 / 0.0521 / 224
5_1_grt: 0.455 / -0.00242 / 224
3_5_place_dp: 0.403 / -0.809 / 218
3_3_place_gp: 0.403 / -0.823 / 218
path summary, 6_finish.rpt:
path,depth (start not counted),to,startpoint
worst min-delay path,4,out[1],sel[4]
worst max-delay path,8,out[1],sel[1]
cells by family after synthesis:
kind of cell	synth area share
multiplexers	0.293
buffers and inverters	0.0978
AND/OR/NAND/NOR	0.402
AND-OR/OR-AND	0.207
Power figures rest on the tool's default switching activity, not on a simulated workload.
